==> /design/flow/design.v <==
module fsm(
	input logic clk, rst, nfc, card_active, fund_enough, maintenance, monthly,
	output logic open, reduce_bal,
	output logic [2:0] disp,
	output logic [1:0] sound
);
localparam [10:0] 
	IDLE = 		11'b00_000_00_0000,
	CHECK_VALID = 	11'b00_000_00_0010,
	INVALID = 	11'b01_000_00_0011,
	CHECK_BAL = 	11'b00_000_00_0100,
	REDUCE_BAL = 	11'b00_000_01_0101,
	INSUF_BAL = 	11'b01_000_00_0110,
	OPEN = 		11'b10_000_10_0111,
	DELAY_O = 	11'b00_100_10_1000,
	DELAY_OM = 	11'b00_101_10_1001,
	DELAY_E = 	11'b00_010_00_1010,
	DELAY_IF = 	11'b00_001_00_1011,
	CLOSE = 	11'b00_000_00_1100,
	SERV = 		11'b00_111_00_1101,
	SERV_E = 	11'b01_111_00_1110;
logic [10:0] state; 
logic delayed, start_delay;
logic [2:0] count;
always_ff @(posedge clk) 
begin 
if (rst) state <= IDLE;
else
	case (state)
		SERV:
		begin
			if(nfc)
				state <= SERV_E;
			else
				if(maintenance == 1'b1)
					state <= SERV;
				else
					state <= IDLE;
		end
		SERV_E:				 
		begin
			state <= SERV;
		end
		IDLE:
		begin
			if(maintenance) 	 
				state <= SERV;
			else 
				if(nfc) 		 
					state <= CHECK_VALID ;
				else
					state <= IDLE;
		end
		CHECK_VALID:
		begin
			if(card_active) 	 
				state <= CHECK_BAL;
			else 
				state <= INVALID;
		end
		INVALID:
		begin
			state <= DELAY_E;	 
		end
		CHECK_BAL:
		begin
			if(monthly)	 
				state <= OPEN;
			else 
				if(fund_enough == 1'b1) 
					state <= REDUCE_BAL;		 
				else 
					state <= INSUF_BAL;
		end
		REDUCE_BAL:
		begin
			state <= OPEN;
		end
		INSUF_BAL:
		begin
			state <= DELAY_IF;
		end
		OPEN:
		begin
			if(monthly == 1'b1)
				state <= DELAY_O;	 
			else
				state <= DELAY_OM;
		end
		DELAY_O:
		begin
			if(delayed) 
				if(open)
					state <= CLOSE;
				else
					state <= IDLE;
			else 
				state <= DELAY_O;
		end
		DELAY_OM:
		begin
			if(delayed) 
				if(open)
					state <= CLOSE;
				else
					state <= IDLE;
			else 
				state <= DELAY_OM;
		end
		DELAY_IF:
		begin
			if(delayed) 
				if(open)
					state <= CLOSE;
				else
					state <= IDLE;
			else 
				state <= DELAY_IF;
		end
		DELAY_E:
		begin
			if(delayed) 
				if(open)
					state <= CLOSE;
				else
					state <= IDLE;
			else 
				state <= DELAY_E;
		end
		CLOSE:
		begin
			state <= IDLE;
		end
		default:
		begin
			state <= IDLE;
		end
	endcase
end  
always_comb 
begin
	disp =	state[8:6];
	open =	state[5];
	reduce_bal = state[4];
	sound = state[10:9];
end
always_ff @(posedge clk)
begin
	if(start_delay)
		count <= count+1'b1;
	else
		count <= 3'b000;
end
always_comb 
begin
	if(state[3:0] >= 4'b1000 && state[3:0] < 4'b1100)
		start_delay = 1'b1;
	else
		start_delay = 1'b0;
	if( count > 3'b010 )
		delayed = 1'b1;
	else
		delayed = 1'b0;
end
endmodule 
==> /design/flow/run.sh <==
#!/bin/bash
# OpenROAD 26Q1-2900-gdf79404cd8, Yosys 0.63+post, stock flow scripts
make -C /OpenROAD-flow-scripts/flow DESIGN_CONFIG=/design/flow/config.mk WORK_HOME=/design/flow/orfs finish
==> /design/flow/config.mk <==
export PLATFORM = sky130hd
export DESIGN_NAME = fsm
export DESIGN_NICKNAME = fsm
export VERILOG_FILES = /design/flow/design.v
export SDC_FILE = /design/flow/constraint.sdc
export NUM_CORES = 4
export LEC_CHECK = 1
export CORE_AREA = 10 10 90 90
export DIE_AREA = 0 0 100 100
==> /design/flow/constraint.sdc <==
current_design fsm

set clk_period 2.2
set clk_io_pct 0.2

create_clock -name clk0 -period $clk_period [get_ports {clk}]

set non_clock_inputs [all_inputs -no_clocks]
set_input_delay [expr $clk_period * $clk_io_pct] -clock clk0 $non_clock_inputs
set_output_delay [expr $clk_period * $clk_io_pct] -clock clk0 [all_outputs]
==> impl_metrics.prom <==
# HELP chip_impl_metric Yosys and OpenROAD flow results
# TYPE chip_impl_metric gauge
chip_impl_metric{name="maxCapViolations",unit=""} 0
chip_impl_metric{name="power.share.switching",unit=""} 0.405
chip_impl_metric{name="dieArea",unit="mm²"} 0.0100
chip_impl_info{name="outcome",value="finished clean"} 1
chip_impl_metric{name="worst-slew-pin-transition",unit="ns"} 0.440
chip_impl_metric{name="route.final.wire_length",unit="µm"} 3130
chip_impl_metric{name="synthesis.area",unit="mm²"} 0.00105
chip_impl_metric{name="basic_gates_by_area",unit=""} 0.376
chip_impl_metric{name="ys_sh_adder",unit=""} 0.0238
chip_impl_metric{name="logic_area",unit="µm²"} 677
chip_impl_metric{name="setup_viol",unit=""} 0
chip_impl_metric{name="critical_path_required",unit="ns"} 2.37
chip_impl_metric{name="p_switching",unit="mW"} 0.499
chip_impl_info{name="path_delay_family",value="simple AND/OR/NAND/NOR gates"} 1
chip_impl_info{name="ff_type",value="sky130_fd_sc_hd__dfxtp_1"} 1
chip_impl_metric{name="tritoncts.num_buffers",unit=""} 3
chip_impl_info{name="critical_path.startpoint_type",value="flop"} 1
chip_impl_metric{name="antenna_violating_nets_left",unit=""} 0
chip_impl_info{name="crit_type",value="flop to flop"} 1
chip_impl_info{name="worstPathCellList",value="nand3_1, or3_4, a211o_1, a41o_1, nor4_4"} 1
chip_impl_metric{name="maximum_achievable_frequency",unit="MHz"} 503
chip_impl_metric{name="cell_internal_pwr",unit="mW"} 0.732
chip_impl_metric{name="maxSlewViolCount",unit=""} 0
chip_impl_metric{name="worst_setup_hold_path_clk_slew",unit="ns"} 0.06
chip_impl_metric{name="clock.latency.late_pin",unit="ns"} 0.25
chip_impl_metric{name="final_util",unit=""} 0.212
chip_impl_metric{name="flow.area_growth_from_synthesis",unit="%"} 26.5
chip_impl_info{name="critical_path_endpoint_category",value="flop"} 1
chip_impl_metric{name="grt_pass1_vias",unit=""} 1029
chip_impl_metric{name="cts_max_level",unit=""} 1
chip_impl_metric{name="placeableCoreArea",unit="mm²"} 0.00628
chip_impl_metric{name="clock_sink_count",unit=""} 14
chip_impl_metric{name="synth.yosys.num_cells",unit=""} 131
chip_impl_metric{name="total_leakage_power",unit="nW"} 0.437
chip_impl_metric{name="antennaDiodeCount",unit=""} 0
chip_impl_metric{name="detail_route.iter0.violations",unit=""} 113
chip_impl_metric{name="hold_viol_final",unit=""} 0
chip_impl_metric{name="fp-row-count",unit=""} 29
chip_impl_metric{name="number_of_storage_elements_in_the_synthesis_netlist",unit=""} 14
chip_impl_metric{name="power.share.clock",unit=""} 0.208
chip_impl_metric{name="dr_total_vias",unit=""} 1085
chip_impl_metric{name="drt_via_density",unit=""} 4.84
chip_impl_metric{name="post_synthesis_compound_gate_area_fraction",unit=""} 0.200
chip_impl_metric{name="fillerInstances",unit=""} 682
chip_impl_metric{name="share_comb_of_total_power",unit=""} 0.471
chip_impl_metric{name="cts_post_setup_buffers_inserted",unit=""} 0
chip_impl_info{name="cts-root-buf",value="sky130_fd_sc_hd__clkbuf_8"} 1
chip_impl_metric{name="post_synth_edffs",unit=""} 0
chip_impl_metric{name="p_total",unit="mW"} 1.23
chip_impl_metric{name="cellPowerDensity",unit="mW/mm²"} 924
chip_impl_metric{name="tool_warnings",unit=""} 26
chip_impl_metric{name="layout_worst_path_cycle_share",unit=""} 0.904
chip_impl_metric{name="floorplan.die.height",unit="µm"} 100
chip_impl_metric{name="synth-area-yosys",unit="mm²"} 0.00105
chip_impl_metric{name="final.hold.worst_slack",unit="ns"} 0.446
chip_impl_metric{name="postCtsHoldBufs",unit=""} 0
chip_impl_metric{name="worst_slew_margin_rel",unit=""} 0.704
chip_impl_metric{name="worst_ep_arrival_time",unit="ns"} 2.16
chip_impl_metric{name="route.detailed.wl_per_inst",unit="µm"} 14.0
chip_impl_metric{name="worstPathMaxFanout",unit=""} 10
chip_impl_metric{name="yosysWarnings",unit=""} 1
chip_impl_info{name="dominant_comb_cell",value="simple AND/OR/NAND/NOR gates"} 1
chip_impl_metric{name="share_of_total_power_in_sequential_cells",unit=""} 0.321
chip_impl_metric{name="sequential_standard_cell_area",unit="µm²"} 280
chip_impl_metric{name="synth-async-reset-ratio",unit=""} 0
chip_impl_metric{name="critical_path_buf_inv_count",unit=""} 0
chip_impl_metric{name="synth_area_per_cell",unit="µm²"} 8.04
chip_impl_metric{name="route.detailed.drc",unit=""} 0
chip_impl_metric{name="initial_antenna_violation_count",unit=""} 0
chip_impl_info{name="holdCritPathClass",value="flop to flop"} 1
chip_impl_info{name="unrepaired_setup_endpoints_after_global_routing",value="no"} 1
chip_impl_metric{name="fin_worst_skew",unit="ns"} 0.00257
chip_impl_metric{name="core_util_floorplan",unit=""} 0.168
chip_impl_metric{name="weighted_congestion_at_the_end_of_routability_driven_global_placement",unit=""} 0.975
chip_impl_metric{name="max-vdd-ir-drop",unit="V"} 0.000292
chip_impl_metric{name="grt_first_pass_wirelength",unit="µm"} 5230
chip_impl_metric{name="drive_above_1_share",unit=""} 0.156
chip_impl_metric{name="io_pins",unit=""} 14
chip_impl_metric{name="drt_first_pass_iters",unit=""} 4
chip_impl_metric{name="synth_seq_share",unit=""} 0.266
chip_impl_metric{name="yosys-mux-area-fraction",unit=""} 0.00950
chip_impl_metric{name="xor_xnor_area_frac",unit=""} 0.0333
chip_impl_metric{name="detailedPlacementHpwl",unit="µm"} 2460
chip_impl_metric{name="netlist-cell-type-count",unit=""} 49
chip_impl_info{name="critPathSlowestCell",value="sky130_fd_sc_hd__dfxtp_1"} 1
chip_impl_metric{name="io_buffers",unit=""} 13
chip_impl_metric{name="min_clock_period_post_route",unit="ns"} 1.99
chip_impl_metric{name="grt_max_degree",unit=""} 13
chip_impl_metric{name="crit_path_max_incr_delay",unit="ns"} 0.46
chip_impl_info{name="clock_tree_from_tritoncts",value="built"} 1
chip_impl_metric{name="syn_inst",unit=""} 131
chip_impl_metric{name="post_cts.resized_instances",unit=""} 0
chip_impl_metric{name="clk_path_buf_depth",unit=""} 2
chip_impl_metric{name="finalSetupTns",unit="ns"} 0
chip_impl_metric{name="die_w",unit="µm"} 100
chip_impl_metric{name="grt_usage",unit=""} 0.0626
chip_impl_metric{name="overflow_left_after_global_routing",unit=""} 0
==> routing by layer <==
metal  vias up  global-route usage  part of all wire
li1        524                   -                 -
met1       504              0.0852              0.44
met2        48              0.0986              0.47
met3         9              0.0132             0.072
met4         0              0.0163             0.025
met5         -                   0                 0
==> worst register-to-register path: cells and delay by family, from the launching register on <==
kind,cells,cell delay (ns)
AND/OR/NAND/NOR,3,0.85
AND-OR/OR-AND,2,0.60
flip-flops,1,0.46
==> flip-flops by register name (all words and copies together), names as in the netlist <==
register  cells
state        11
count         3
==> cell usage after synthesis (2+ instances only) <==
| cell type | instances | area, µm² |
|---|---|---|
| sky130_fd_sc_hd__buf_6 | 2 | 22.5 |
| sky130_fd_sc_hd__a21oi_1 | 9 | 45.0 |
| sky130_fd_sc_hd__a31oi_1 | 3 | 18.8 |
| sky130_fd_sc_hd__nand2_1 | 4 | 15.0 |
| sky130_fd_sc_hd__nand4b_1 | 3 | 26.3 |
| sky130_fd_sc_hd__buf_4 | 5 | 37.5 |
| sky130_fd_sc_hd__o21a_1 | 2 | 15.0 |
| sky130_fd_sc_hd__clkbuf_1 | 2 | 7.51 |
| sky130_fd_sc_hd__or3_1 | 2 | 12.5 |
| sky130_fd_sc_hd__nand3_1 | 5 | 25.0 |
| sky130_fd_sc_hd__inv_1 | 5 | 18.8 |
| sky130_fd_sc_hd__buf_2 | 2 | 10.0 |
| sky130_fd_sc_hd__o21ai_0 | 4 | 20.0 |
| sky130_fd_sc_hd__nand4_1 | 3 | 18.8 |
| sky130_fd_sc_hd__xnor2_1 | 3 | 26.3 |
| sky130_fd_sc_hd__nor3b_1 | 2 | 15.0 |
| sky130_fd_sc_hd__nor2_1 | 12 | 45.0 |
| sky130_fd_sc_hd__ha_1 | 2 | 25.0 |
| sky130_fd_sc_hd__nand2b_1 | 3 | 18.8 |
| sky130_fd_sc_hd__nor4_1 | 6 | 37.5 |
| sky130_fd_sc_hd__or2_2 | 2 | 12.5 |
| sky130_fd_sc_hd__nor2b_1 | 4 | 25.0 |
| sky130_fd_sc_hd__nor3_1 | 6 | 30.0 |
| sky130_fd_sc_hd__dfxtp_1 | 14 | 280 |
| sky130_fd_sc_hd__a41oi_1 | 2 | 17.5 |
==> logic make-up (layout without fill, tap and decap cells) <==
group / after synthesis / in the layout
flip-flops: 14 / 14
XOR/XNOR: 4 / 4
AND-OR/OR-AND: 31 / 31
AND/OR/NAND/NOR: 63 / 63
multiplexers: 1 / 1
buffers and inverters: 16 / 32
adder cells (fa/ha/maj): 2 / 2
==> worst paths after layout <==
| path | startpoint | to | slack [ns] | cells after the start |
|---|---|---|---|---|
| worst max register to register | state[6]$_SDFF_PP0_ | state[4]$_SDFF_PP0_ | 0.21 | 5 |
| worst min register to register | count[0]$_SDFF_PN0_ | count[0]$_SDFF_PN0_ | 0.45 | 1 |
| worst max-delay path | state[6]$_SDFF_PP0_ | state[4]$_SDFF_PP0_ | 0.21 | 5 |
| worst min-delay path | count[0]$_SDFF_PN0_ | count[0]$_SDFF_PN0_ | 0.45 | 1 |
==> through the flow <==
step	instances	instance area (µm²)	worst slack [ns]
final	224	1330	0.210
after global routing	224	1330	0.103
after CTS	224	1330	0.222
after detailed placement	220	1280	0.234
after global placement	220	1280	0.243
after floorplan	131	1050	0.285
==> cell type report <==
| cell class | instances | area share |
|---|---|---|
| multi-input combinational | 101 | 0.508 |
| clock buffer | 4 | 0.0413 |
| sequential | 14 | 0.210 |
| inverter | 5 | 0.0141 |
| tap | 77 | 0.0723 |
| timing repair buffer | 23 | 0.154 |
==> power groups by stage <==
stage	Sequential, mW	Combinational (mW)	Clock [mW]
final	0.395	0.580	0.256
after CTS	0.392	0.572	0.259
after global routing	0.408	0.630	0.272
==> cell usage in the layout (no fill, tap or decap), types with 2 or more instances in the layout <==
cell type,synthesis,routed
sky130_fd_sc_hd__nor2_1,12,12
sky130_fd_sc_hd__nor3b_1,2,2
sky130_fd_sc_hd__or3_1,2,2
sky130_fd_sc_hd__nand3_1,5,5
sky130_fd_sc_hd__clkbuf_8,0,4
sky130_fd_sc_hd__nor3_1,6,6
sky130_fd_sc_hd__a31oi_1,3,3
sky130_fd_sc_hd__nand4b_1,3,3
sky130_fd_sc_hd__nand4_1,3,3
sky130_fd_sc_hd__nor2b_1,4,4
sky130_fd_sc_hd__dfxtp_1,14,14
sky130_fd_sc_hd__nand2b_1,3,3
sky130_fd_sc_hd__or2_2,2,2
sky130_fd_sc_hd__inv_1,5,5
sky130_fd_sc_hd__ha_1,2,2
sky130_fd_sc_hd__o21a_1,2,2
sky130_fd_sc_hd__a21oi_1,9,9
sky130_fd_sc_hd__xnor2_1,3,3
sky130_fd_sc_hd__clkdlybuf4s50_1,0,13
sky130_fd_sc_hd__nand2_1,4,4
sky130_fd_sc_hd__buf_4,5,10
sky130_fd_sc_hd__a41oi_1,2,2
sky130_fd_sc_hd__o21ai_0,4,4
sky130_fd_sc_hd__nor4_1,6,6
Power and IR drop assume default switching activity.
